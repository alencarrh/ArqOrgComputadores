===== ./config.mk =====
export PLATFORM = sky130hd
export DESIGN_NAME = CPU
export DESIGN_NICKNAME = CPU
export VERILOG_FILES = /design/flow/design.v
export SDC_FILE = /design/flow/constraint.sdc
export NUM_CORES = 4
export LEC_CHECK = 1
export CORE_AREA = 10 10 70 70
export DIE_AREA = 0 0 80 80

===== ./constraint.sdc =====
current_design CPU

set clk_period 1.0
set clk_io_pct 0.2

create_clock -name clk0 -period $clk_period [get_ports {cpu_clock}]

set non_clock_inputs [all_inputs -no_clocks]
set_input_delay [expr $clk_period * $clk_io_pct] -clock clk0 $non_clock_inputs
set_output_delay [expr $clk_period * $clk_io_pct] -clock clk0 [all_outputs]

===== ./design.v =====
module PERIFERICO(per_reset, per_clock, per_send, per_ack, in_per_dados);
  input per_send;  
  input per_reset;   
  input per_clock;   
  output reg per_ack;  
  input [3:0] in_per_dados;
  reg [3:0] per_dados;  
  reg per_estado_atual;
  reg per_proximo_estado;
  always @ (posedge per_clock)
    begin
      if(per_reset == 1)
          per_estado_atual <= 0;
      else
	      per_estado_atual <= per_proximo_estado;
    end
  always @ (*)
    	per_proximo_estado = per_send;
  always @ (*)
    	per_ack = per_estado_atual;
  always @ (per_estado_atual)
    begin
      if (per_send == 1 && per_estado_atual == 1)
        begin
          per_dados = in_per_dados;
        end
      else
        begin
          per_dados = 4'b0000;
        end
    end
endmodule
module CPU(cpu_reset, cpu_clock, cpu_send, cpu_ack, cpu_dados);
  input cpu_ack;  
  input cpu_reset;  
  input cpu_clock;  
  output reg cpu_send;  
  output reg [3:0] cpu_dados;  
  reg cpu_estado_atual;   
  reg cpu_proximo_estado;  
  always @ (posedge cpu_clock)
    begin
      if(cpu_reset == 1)
        cpu_estado_atual <= 0;
      else
        cpu_estado_atual <= cpu_proximo_estado;
    end
  always @ (*)
      cpu_proximo_estado =~ cpu_ack;
  always @ (*)
    cpu_send = cpu_estado_atual;
  always @ (posedge cpu_clock)
     begin
       if (cpu_reset == 1 || cpu_dados == 4'b1111)
         cpu_dados <= 0;
       else
         cpu_dados <= cpu_dados + 1;
     end
endmodule

===== ./run.sh =====
#!/bin/bash
# OpenROAD 26Q1-2900-gdf79404cd8, Yosys 0.63+post, stock flow scripts
make -C /OpenROAD-flow-scripts/flow DESIGN_CONFIG=/design/flow/config.mk WORK_HOME=/design/flow/orfs finish

==> out/results.tsv <==
metric	value	unit
grt-ovfl-total	0	
cp-end-kind	register	
clk_path_buf_depth	2	
hold_buffers	0	
hpwl	413	um
ys_seq_share	0.526	
cp_top_family	AND-OR/OR-AND gates	
ys_types	11	
fp_util	0.0557	
antenna_cells	0	
numPortBuffers	7	
yosys_cells	17	
worstHoldPathCells	2	
grt_pass1_wl	903	um
path_class	register to register	
powerDensity	1320	nW/um2
worst_ep_required_time	1160	ps
hold_class	input port to register	
cts_tree	yes	
synth.most_common_cell	dfxtp_1	
ys.flop_type	dfxtp_1	
cp_max_fo	3	
min_period	1000	ps
tns	-5.45	ps
drc	0	
core_area	3420	um2
period_used_share	1.00	
grt_pass1_vias	179	
outcome	complete, but fails checks	
first_iter_violations	1	
gp_congestion	0.628	
violations	setup timing	
vias_per_cell	2.38	
die_x	80	um
rr_worst_depth	5	
start_kind	register	
p_leak	0.152	nW
setup_ws	-4.18	ps
track_usage	0.0181	
grt_max_degree	6	
ir_worst_vdd	0.435	mV
edf_count	0	
cp_num_buf_inv	1	
tightest_slew	236	ps
cts_buffers	3	
top_cell_area_share	0.526	
slew_violations	0	
worst_clock_skew	6.47	ps
die.size.y	80	um
dr.pass1.iters	2	
max_stage_delay	320	ps
drive_above_1_share	0.529	
cts_sinks	5	
cp_cell_sequence	buf_6, ha_4, a21oi_2, o21ai_1, a21oi_1	
crit_cells	5	
maxSlewHeadroom	0.842	
openroad.warnings	27	
async_flop_share	0	
antenna_found_initial	0	
synthToLayoutAreaGrowth	119	%
regArea	105	um2
fill_cells	399	
final_util	0.122	
ys_top_cells_by_area	dfxtp_1, ha_1, nor3b_2	
ys.flops	5	
die-area	6400	um2
dr_total_vias	190	
antenna_left	0	
top_level_ports	8	
max_freq	0.996	GHz
yosys_area	190	um2
clkTransAtPathRegs	50	ps
wl	559	um
finalSetupViolations	2	
wl_per_cell	6.99	um
slowest_stage	dfxtp_2	
syn_inst	17	
hold_violations	0	
clock_latency	240	ps
ys.warnings.count	1	
avgSynthCellArea	11.2	um2
root_buffer	clkbuf_4	
max_cap_viol_count	0	
h-tree-depth	1	
crit_arrival	1160	ps
rsz0062_at_grt	yes	
yosysTopAreaCell	dfxtp_1	
num_rows	21	
logic_area	103	um2
netlist_area	190	um2
synth.top_cells.by_count	dfxtp_1, a21oi_1, nor2_1	
[through the flow]
step / setup slack (ps) / hold WS, ps / instances / area, um2 / total power (W)
5_1_grt: -64.3 / 460 / 80 / 417 / 0.000599
6_report: -4.18 / 466 / 80 / 417 / 0.000550
3_5_place_dp: -41.9 / 534 / 73 / 340 / 0.000293
2_1_floorplan: 76.6 / 267 / 17 / 190 / 0.000244
3_3_place_gp: -28.2 / 522 / 73 / 340 / 0.000291
4_1_cts: -3.98 / 455 / 80 / 407 / 0.000563
[logic make-up (layout without fill, tap and decap cells)]
family | after synthesis | in the layout | synth area share
DFF | 5 | 5 | 0.526
xor gates and xnor gates | 1 | 1 | 0.0461
AOI/OAI and AO/OA | 3 | 3 | 0.0789
adders and majority gates | 1 | 1 | 0.0658
and+or+nand+nor | 6 | 6 | 0.263
buffers and inverters | 1 | 18 | 0.0197
[registers in the layout, indices dropped and copies added (netlist names)]
register          cells
cpu_estado_atual      1
cpu_dados             4
[final timing paths]
kind / slack [ps] / endpoint / startpoint
hold reg to reg: 610 / cpu_dados[0]$_SDFF_PP0_ / cpu_dados[0]$_SDFF_PP0_
setup / recovery: -4 / cpu_dados[3]$_SDFF_PP0_ / cpu_dados[1]$_SDFF_PP0_
hold / removal: 470 / cpu_estado_atual$_SDFF_PP0_ / cpu_ack
setup reg to reg: -4 / cpu_dados[3]$_SDFF_PP0_ / cpu_dados[1]$_SDFF_PP0_
[worst register-to-register path, delay by kind of cell (launching register included)]
kind	cells	cell delay [ps]
buffers and inverters	1	120
AOI/OAI and AO/OA	3	330
adders and majority gates	1	160
DFF	1	320
[area by class of cell]
class                   instances  area share
flip-flops and latches          5       0.252
clock buffers                   4      0.0631
inverters                       1     0.00901
repair buffers                 13       0.291
well taps                      46       0.138
multi-input cells              11       0.246
[what timing repair did]
action                                 4_1_cts  5_1_grt
pin swaps                                    1        5
endpoints found under the hold margin        0        0
buffers inserted                             3        0
resized                                     14        5
setup endpoints to repair                    5        6
[cells in the final DEF (no fill, tap or decap)]
| master | n |
|---|---|
| buf_4 | 4 |
| nor2_1 | 2 |
| dfxtp_1 | 1 |
| a21oi_1 | 1 |
| clkbuf_1 | 1 |
| buf_6 | 2 |
| nor3_2 | 1 |
| a21oi_2 | 1 |
| o21ai_1 | 1 |
| and3_4 | 1 |
| xnor2_1 | 1 |
| clkbuf_4 | 3 |
| inv_1 | 1 |
| dfxtp_2 | 4 |
| nand4b_1 | 1 |
| dlygate4sd2_1 | 1 |
| nor3b_2 | 1 |
| ha_4 | 1 |
| clkdlybuf4s15_1 | 4 |
| clkdlybuf4s50_1 | 2 |
[where the power goes]
part	switching, W	internal [W]
Sequential	0.00000710	0.000215
Clock	0.0000851	0.000151
Combinational	0.0000313	0.0000610
Total	0.000123	0.000427
[metal layers]
| metal | share of wire | wire [um] | GRT usage | up-vias |
|---|---|---|---|---|
| li1 | - | - | - | 95 |
| met1 | 0.48 | 271 | 0.0234 | 88 |
| met2 | 0.40 | 226 | 0.0217 | 5 |
| met3 | 0.082 | 46 | 0.0125 | 2 |
| met4 | 0.025 | 14 | 0.00880 | 0 |
| met5 | 0 | 0 | 0 | - |
Power and IR drop assume default switching activity.
