File: flow/design.v
`timescale 1ns / 1ps
module fsmAulaSinaleira(TA,TB,LA,LB,clk,rst);
	output reg [1:0] LA; 
	output reg [1:0] LB; 
	input TA; 
	input TB; 
	input clk; 
	input rst; 
	reg [1:0] S; 
	reg [1:0] NS; 
	always @ (posedge clk)
		begin
			if(rst == 1)
				S <= 2'b00;
			else
				S <= NS;
		end
	always @ (*)
		begin
			case ({S})
				2'b00: 
					if(TA == 0)
						NS = 2'b01;
					else
						NS = 2'b00;
				2'b01: 
						NS = 2'b10;
				2'b10: 
					if(TB == 0)
						NS = 2'b11;
					else
						NS = 2'b10;
				2'b11: 
					NS = 2'b00;
			endcase
		end
	always @ (*)
		begin
			case ({S})
				2'b00:begin
					LA = 2'b00;
					LB = 2'b10;
				end
				2'b01:begin
					LA = 2'b01;
					LB = 2'b10;
				end
				2'b10:begin
					LA = 2'b10;
					LB = 2'b00;
				end
				2'b11:begin
					LA = 2'b10;
					LB = 2'b01;
				end
			endcase
		end
endmodule
File: flow/run.sh
#!/bin/bash
# OpenROAD 26Q1-2900-gdf79404cd8, Yosys 0.63+post, stock flow scripts
make -C /OpenROAD-flow-scripts/flow DESIGN_CONFIG=/design/flow/config.mk WORK_HOME=/design/flow/orfs finish
File: flow/config.mk
export PLATFORM = sky130hd
export DESIGN_NAME = fsmAulaSinaleira
export DESIGN_NICKNAME = fsmAulaSinaleira
export VERILOG_FILES = /design/flow/design.v
export SDC_FILE = /design/flow/constraint.sdc
export NUM_CORES = 4
export LEC_CHECK = 1
export CORE_AREA = 10 10 70 70
export DIE_AREA = 0 0 80 80
File: flow/constraint.sdc
current_design fsmAulaSinaleira

set clk_period 1.1
set clk_io_pct 0.2

create_clock -name clk0 -period $clk_period [get_ports {clk}]

set non_clock_inputs [all_inputs -no_clocks]
set_input_delay [expr $clk_period * $clk_io_pct] -clock clk0 $non_clock_inputs
set_output_delay [expr $clk_period * $clk_io_pct] -clock clk0 [all_outputs]
==> results.toml <==
# implementation run metrics
[clock_network]
cts.sinks = 4
cts_buffers = 3
htreeDepth = 1
root_buffer = "clkbuf_4"
clk_pin_slew_worst_paths_ns = 0.04
post_cts_buffers = 0
clock.latency.late_pin_ns = 0.23
cts.path.max_buffers = 2
cts_tree = "yes"
ctsHoldBuffers = 0

[global_routing]
met3_usage_pct = 2.05
grt_pass1_wl_um = 724
grt_usage_pct = 1.53
gr-usage-met2_pct = 1.93
use_met1_pct = 1.26
grt-busiest-layer = "met3"
antenna_found_initial = 0
grt_overflow = 0
grt_max_degree = 5
grt_pass1_vias = 159

[critical_path]
worst_setup_path_end_kind = "output port"
crit_type = "flop to output port"
crit_family = "flip-flops"
crit_required_ns = 0.88
cp_max_fo = 2
crit_slowest_cell = "dfxtp_1"
cp-start-kind = "flop"
arrival_ns = 0.90
cp_num_buf_inv = 2
slowest_delay_ns = 0.30
cp_cell_sequence = "or2_4, inv_2, buf_2"

[synthesis]
top_cell = "dfxtp_1"
top_cell_area_share_pct = 60.4
syn_area_per_cell_um2 = 10.2
edf_count = 0
yosys_warnings = 1
syn_inst = 13
syn_area_um2 = 133
ys_async_sr_fraction_pct = 0
top_cells_by_area = "dfxtp_1, nor3b_1, a211o_1, or2_4, clkbuf_1"
yosys-top-cells-count = "dfxtp_1, clkbuf_1, nor3b_1"
ys_cells = 13
top_area_cell = "dfxtp_1"
synth_seq_share_pct = 60.4
synth_cell_type_count = 8
ff_type = "dfxtp_1"
synth_chip_area_um2 = 133
numSynthFlops = 4

[route]
diodes = 0
antenna_left = 0
drt_iter0_markers = 0
drc = 0
vias = 140
wl_per_cell_um = 6.04
via_per_inst = 2.03
postRouteWirelength_um = 417
dr.pass1.iters = 1

[die]
core_area_um2 = 3420
num_rows = 21
die_y_um = 80
fp_util_pct = 3.88
pin_count = 8
dieWidth_um = 80
die-area_um2 = 6400

[placed_design]
port_buffers = 7
gp_congestion = 0.588

[sta]
hold_violations = 0
post-route-period-util_pct = 102
worst_slew_pin_slew_ns = 0.164
finalWorstSetupSlack_ns = -0.0215
setup_viol = 2
timing.fmax_ghz = 0.892
post-route-min-period_ns = 1.12
slew_viol_final = 0
holdWs_ns = 0.456
rsz0062_at_grt = "yes"
skew_ns = 0.000157
relSlewSlack_pct = 89.1

[final_layout]
seqCellArea_um2 = 82.6
fillers = 409
largest-register = "S"
layout-drive-gt1-share_pct = 52.2
reg_top3 = "S (4)"
syn_to_final_growth_pct = 108
largest_reg_flops = 4
logic_area_um2 = 41.3

[worst_hold_path]
hold_path_class = "flop to flop"

[flow_run]
tool_warnings = 27
max_cap_viol_count = 0

[pwr]
power.total_mw = 0.375
power_leakage_nw = 0.107
vdd_ir_drop_max_mv = 0.189
powerDensity_nw_per_um2 = 1360

[status]
status = "finished with violations"
violations = "setup timing"
==> power breakdown <==
part / leakage (nW) / internal [mW] / switching (mW) / total [mW]
clock network: 0.0138 / 0.122 / 0.0604 / 0.182
logic: 0.0591 / 0.0254 / 0.0103 / 0.0357
registers: 0.0338 / 0.154 / 0.00321 / 0.157
total: 0.107 / 0.301 / 0.0739 / 0.375
==> layer usage <==
metal	vias up	share of wire, %	wire, um
li1	62	-	-
met1	68	34	141
met2	6	42	175
met3	4	17	72
met4	0	6.7	28
met5	-	0	0
==> per-stage QoR <==
stage / TNS [ns] / cell area (um2) / setup slack, ns / std cells / utilization, %
2_1_floorplan: 0 / 133 / 0.323 / 13 / -
3_3_place_gp: -0.252 / 268 / -0.163 / 66 / 7.84
3_5_place_dp: -0.254 / 268 / -0.162 / 66 / 7.84
4_1_cts: -0.0726 / 282 / -0.0404 / 69 / 8.24
5_1_grt: -0.133 / 277 / -0.0759 / 69 / 8.10
6_report: -0.0357 / 277 / -0.0215 / 69 / 8.10
==> worst register-to-register path, stage by stage, from the launching register on <==
cell and delay (ns):
dfxtp_2 0.31, buf_4 0.13, a211o_1 0.25
==> cell families (layout without fill, tap and decap cells) <==
| group | count (synthesis) | in the layout | share of synthesized area [%] |
|---|---|---|---|
| buffers and inverters | 3 | 13 | 8.49 |
| DFF | 4 | 4 | 60.4 |
| AOI/OAI and AO/OA | 2 | 2 | 10.4 |
| and+or+nand+nor | 4 | 4 | 20.7 |
==> placed cells by master (no fill, tap or decap) <==
cell type        n
dlygate4sd2_1    1
a211o_1          1
a21oi_1          1
nor3b_1          2
dfxtp_1          2
nor2_1           1
dfxtp_2          2
or2_4            1
buf_4            2
clkdlybuf4s50_1  3
clkbuf_2         1
clkbuf_4         3
inv_2            1
buf_2            2
==> cell type report <==
cell class              count  area share, %
flip-flops and latches      4           29.9
repair buffers              9           24.9
well taps                  46           20.8
multi-input cells           6           14.9
clock buffers               3           8.14
inverters                   1           1.36
==> final timing paths <==
check                           slack (ns)  cells past startpoint      endpoint          from
worst max-delay path                 -0.02                      3         LB[1]  S[1]$_DFF_P_
worst min-delay path                  0.46                      2  S[1]$_DFF_P_  S[2]$_DFF_P_
worst max register to register        0.30                      2  S[0]$_DFF_P_  S[3]$_DFF_P_
worst min register to register        0.46                      2  S[1]$_DFF_P_  S[2]$_DFF_P_
==> what timing repair did <==
item | CTS | global route
setup endpoints to repair | 4 | 3
pin swaps | 1 | 1
gates resized | 11 | 1
Power is estimated from default activity; no workload was simulated.
